[flow/run.sh]
#!/bin/bash
# OpenROAD 26Q1-2900-gdf79404cd8, Yosys 0.63+post, stock flow scripts
make -C /OpenROAD-flow-scripts/flow DESIGN_CONFIG=/design/flow/config.mk WORK_HOME=/design/flow/orfs finish
[flow/constraint.sdc]
current_design mealydesign

set clk_period 1.0
set clk_io_pct 0.2

create_clock -name clk0 -period $clk_period [get_ports {clk}]

set non_clock_inputs [all_inputs -no_clocks]
set_input_delay [expr $clk_period * $clk_io_pct] -clock clk0 $non_clock_inputs
set_output_delay [expr $clk_period * $clk_io_pct] -clock clk0 [all_outputs]
[flow/config.mk]
export PLATFORM = sky130hd
export DESIGN_NAME = mealydesign
export DESIGN_NICKNAME = mealydesign
export VERILOG_FILES = /design/flow/design.v
export SDC_FILE = /design/flow/constraint.sdc
export NUM_CORES = 4
export LEC_CHECK = 1
export CORE_AREA = 10 10 70 70
export DIE_AREA = 0 0 80 80
[flow/design.v]
module mealydesign(
input in,
input clk,
input rst, 
output reg out
);
reg[2:0]cst;
reg[2:0]nst;
parameter s0 = 3'b000;
parameter s1 = 3'b001;
parameter s2 = 3'b010;
parameter s3 = 3'b011;
parameter s4 = 3'b100;
parameter s5 = 3'b101;
parameter s6 = 3'b110;
always@(posedge clk)
begin
if(rst)
begin
out = 1'b0;
cst = s0;
nst = s0;
end
else
begin
cst = nst;
case(cst)
s0:if(in)
begin
out=1'b0;
nst=s1;
end
else
begin
out=1'b0;
nst=s0;
end
s1:if(in)
begin
out=1'b0;
nst=s2;
end
else
begin
out=1'b0;
nst=s0;
end
s2:if(in)
begin
out=1'b0;
nst=s2;
end
else
begin
out=1'b0;
nst=s3;
end
s3:if(in)
begin
out=1'b0;
nst=s1;
end
else
begin
out=1'b0;
nst=s4;
end
s4:if(in)
begin
out=1'b0;
nst=s5;
end
else
begin
out=1'b0;
nst=s0;
end
s5:if(in)
begin
out=1'b0;
nst=s6;
end
else
begin
out=1'b0;
nst=s0;
end
s6:if(in)
begin
out=1'b1;
nst=s0;
end
else
begin
out=1'b0;
nst=s0;
end
endcase
end
end
endmodule
==> job_summary.md <==
## Implementation flow summary

| Metric | Value |
|---|---|
| Status | `complete, no violations` |
| Fmax | `1080 MHz` |
| Crit Reg-Reg Endpoint | `nst[0]` |
| Largest net degree at the start of global routing | `6` |
| RSZ-0062 raised after global routing | `false` |
| Total die size | `6400 um2` |
| Min cycle time layout | `0.929 ns` |
| Syn Inst Count | `25` |
| Largest delay share family, worst path | `flip-flops` |
| 1st-iter DRT viols | `24` |
| Via-per-instance ratio | `2.53` |
| Die y size | `80 um` |
| CTS tree | `yes` |
| CTS HTree Levels | `1` |
| Critical Path Start | `out` |
| Fraction of layout cells with a size suffix above 1 | `0.219` |
| Avg Cell Area, Syn | `10.1 um2` |
| Registers, synthesis | `8` |
| Overall die width | `80 um` |
| Yosys stat area | `253 um2` |
| CTS sink count | `8` |
| Root Buffer | `clkbuf_4` |
| Setup Viol. Count Final | `0` |
| Lkg Pwr | `0.000122 uW` |
| Aoi share | `0.0495` |
| GPL Wtd Cong | `0.820` |
| Final worst setup slack | `0.0714 ns` |
| WL per Instance | `6.30 um` |
| Distinct cells, synth | `9` |
| Design area | `380 um2` |
| Top-area cell share | `0.634` |
| Critical path type | `reg2out` |
| Final Hold Fails | `0` |
| Core Area | `3420 um2` |
| Power Density | `1580 nW/um2` |
| Drt pass-1 iters | `2` |
| Setup Slack @ Placement | `-0.0977 ns` |
| Remaining Overflow, GRT | `0` |
| Area added between synthesis and finish | `50.5%` |
| Cell count along the critical path | `1` |
| Simple-gate portion of the synthesized area | `0.287` |
| DP HPWL | `342 um` |
| Vias in the first global route | `200` |
| Reg2reg path depth | `2` |
| Placed Area | `348 um2` |
| Num ports | `4` |
| Yosys warns | `1` |
| Yosys xor share | `0` |
| Maximum clock insertion buffer count | `2` |
| DRC viols | `0` |
| R2r setup slk | `0.12 ns` |
| Commonest flop | `dfxtp_1` |
| Critical path buffer and inverter count | `1` |
| Synth top cells by count | `8 x dfxtp_1, 8 x nor2_1, 2 x inv_1, 2 x nor3b_1` |
| Tightest Pin Transition | `0.243 ns` |
| First-pass GRT wire length | `890 um` |
| Synthesized area | `253 um2` |
| Cell taking the most area after synthesis | `dfxtp_1` |
| Crit Reg-Reg Startpoint | `nst[4]` |
| Cell total in the yosys stat output | `25` |
| Asr flop ratio synth | `0` |
| Adders+Majority by Area | `0` |
| Pins Over Slew Limit | `0` |
| Post-route ant nets | `0` |
| CP max stage delay | `0.32 ns` |
| TritonCTS Buffers | `3` |
| Port Buffers | `3` |
| Clock slew at reported path FFs | `0.06 ns` |
| Worst clock skew | `0.0113 ns` |
| Clk latency of the worst-skew pair | `0.25 ns` |
| Critical path's slowest cell | `dfxtp_2` |
| Worst Setup Start Kind | `flip-flop` |
| CP Capture Type | `primary output` |
| GRT Total Usage | `0.0186` |
| Critical path peak fanout | `2` |
| Floorplan core density | `0.0740` |
| Post-synth EDFFs | `0` |
| Worst path required time | `0.80 ns` |
| Initial antenna violation count | `1` |
| Detailed Route WL | `498 um` |
| Via count | `200` |
| Synth Seq Share | `0.634` |
| CP arrival | `0.73 ns` |
| Worst setup path end | `out` |
| FP Rows | `21` |
| FILL cells | `397` |
| Total tool warning count | `25` |
| Rel. slew slack | `0.837` |
| Setup tns final | `0 ns` |
| VDD IR max | `0.375 mV` |
| Tcrit/Tclk final | `0.929` |
| Crit-path cells | `clkdlybuf4s15_1` |
| Top non-seq family | `simple AND/OR/NAND/NOR gates` |
| # Max-Cap Violations | `0` |
| Cell area leaders | `dfxtp_1 63%, nor2_1 12%, nor3b_1 5.9%` |
| Mux frac, synth | `0` |
| Hold Path Class | `reg2reg` |
==> registers in the layout (all words and copies together) (netlist names) <==
signal,count
nst,7
out,1
==> logic make-up (layout without fill, tap and decap cells) <==
group | Yosys count | count (layout)
DFF | 8 | 8
AOI/OAI and AO/OA | 2 | 2
other | 0 | 1
buffers and inverters | 2 | 9
and+or+nand+nor | 13 | 13
==> routing by layer <==
layer  wire length [um]  global-route usage
met5                  0                   0
met4                  0             0.00176
met3                101              0.0250
met2                164              0.0209
met1                232              0.0208
==> tightest hold or removal path, delay by kind of cell (launching register included) <==
family	cells	cell delay, ns
buf+inv	1	0.06
flops	1	0.31
simple gates	1	0.04
==> through the flow <==
step / utilization / total power (uW) / std cells / hold WS, ns
6_report: 0.111 / 602 / 79 / 0.446
5_1_grt: 0.111 / 636 / 79 / 0.471
4_1_cts: 0.109 / 608 / 78 / 0.442
3_5_place_dp: 0.102 / 367 / 75 / 0.430
3_3_place_gp: 0.102 / 366 / 75 / 0.429
2_1_floorplan: - / 349 / 25 / 0.272
==> final cells by class <==
cell class | instances | area (um2) | area share
Sequential cell | 8 | 161 | 0.424
Multi-Input combinational cell | 15 | 91.3 | 0.240
Tap cell | 46 | 57.6 | 0.151
Timing Repair Buffer | 4 | 37.5 | 0.0987
Clock buffer | 3 | 22.5 | 0.0592
Inverter | 2 | 7.51 | 0.0197
Antenna cell | 1 | 2.50 | 0.00658
==> how the worst min path moves through the flow <==
stage | end | start | slack [ns] | cells past startpoint
after CTS | nst[3] | nst[5] | 0.44 | 2
after global routing | nst[3] | nst[5] | 0.47 | 2
final | nst[3] | nst[5] | 0.45 | 2
==> cells in the final DEF (no fill, tap or decap) <==
| master | instances |
|---|---|
| clkdlybuf4s15_1 | 1 |
| clkdlybuf4s50_1 | 2 |
| clkbuf_4 | 3 |
| a22oi_1 | 1 |
| buf_4 | 1 |
| nand2b_1 | 1 |
| nor3b_1 | 2 |
| dfxtp_1 | 7 |
| o21ai_0 | 1 |
| diode_2 | 1 |
| inv_1 | 2 |
| nor4_2 | 1 |
| dfxtp_2 | 1 |
| nor4b_2 | 1 |
| nor2_1 | 8 |
==> what timing repair did <==
item | 4_1_cts | 5_1_grt
endpoints found under the setup margin | 1 | 1
setup buffers | 0 | 0
hold buffers | 0 | 0
gates cloned | 0 | 0
resized | 3 | 1
==> where the power goes <==
part	switching, uW	internal (uW)	total [uW]
registers	5.00	326	331
logic	13.4	16.5	29.9
clock network	104	137	241
Power and IR drop assume default switching activity.
