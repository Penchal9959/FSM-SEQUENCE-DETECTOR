<file path="/design/flow/run.sh">
#!/bin/bash
# OpenROAD 26Q1-2900-gdf79404cd8, Yosys 0.63+post, stock flow scripts
make -C /OpenROAD-flow-scripts/flow DESIGN_CONFIG=/design/flow/config.mk WORK_HOME=/design/flow/orfs finish
</file>
<file path="/design/flow/config.mk">
export PLATFORM = sky130hd
export DESIGN_NAME = moorey1100111
export DESIGN_NICKNAME = moorey1100111
export VERILOG_FILES = /design/flow/design.v
export SDC_FILE = /design/flow/constraint.sdc
export NUM_CORES = 4
export LEC_CHECK = 1
export CORE_AREA = 10 10 70 70
export DIE_AREA = 0 0 80 80
</file>
<file path="/design/flow/design.v">
module moorey1100111(
input in,
input clk,
input rst, 
output reg out
);
reg[2:0]cst;
reg[2:0]nst;
parameter s0 = 3'b000;
parameter s1 = 3'b001;
parameter s2 = 3'b010;
parameter s3 = 3'b011;
parameter s4 = 3'b100;
parameter s5 = 3'b101;
parameter s6 = 3'b110;
parameter s7 = 3'b111;
always@(posedge clk)
begin
if(rst)
begin
out = 1'b0;
cst = s0;
nst = s0;
end
else
begin
cst = nst;
case(cst)
s0:
begin
out=1'b0;
if(in)
begin
nst=s1;
end
else
begin
nst=s0;
end
end
s1:
begin
out=1'b0;
if(in)
begin
nst=s2;
end
else
begin
nst=s0;
end
end
s2:
begin
out=1'b0;
if(in)
begin
nst=s2;
end
else
begin
nst=s3;
end
end
s3:
begin
out=1'b0;
if(in)
begin
nst=s1;
end
else
begin
nst=s4; 
end
end
s4:
begin
out=1'b0;
if(in)
begin
nst=s5;
end
else
begin
nst=s0; 
end
end
s5:
begin
out=1'b0;
if(in)
begin
nst=s6;
end
else
begin
nst=s0; 
end
end
s6:
begin
out=1'b0;
if(in)
begin
nst=s7;
end
else
begin
nst=s3; 
end
end
s7:
begin
out=1'b1;
if(in)
begin
nst=s1;
end
else
begin
nst=s0; 
end
end
endcase
end
end
endmodule
</file>
<file path="/design/flow/constraint.sdc">
current_design moorey1100111

set clk_period 1.0
set clk_io_pct 0.2

create_clock -name clk0 -period $clk_period [get_ports {clk}]

set non_clock_inputs [all_inputs -no_clocks]
set_input_delay [expr $clk_period * $clk_io_pct] -clock clk0 $non_clock_inputs
set_output_delay [expr $clk_period * $clk_io_pct] -clock clk0 [all_outputs]
</file>
==> results.txt <==
yosys + openroad results -> Die Height 80 um, Detailed Routing Iterations Pass 1 2, Top cell area share 0.670, drt drc 0, Post-Synthesis Cells 22, CP top delay family flip-flops, Core Util at FP 0.0788, clock skew 3.11 ps, minimum clock period 918 ps, dpl ws -185 ps, max-cap check violation count 0, Max Freq 1090 MHz, Slew @ Worst Pin 191 ps, Max VDD drop 0.000295 V, Crit-path slowest cell dfxtp_1, Crit Path Class register to output port, switch share 0.195, grt met1 use 0.0188, Comb power frac 0.054, P per Cell Area 1660 nW/um^2, CP arrival 720 ps, Total Wirelength 436 um, hold_ws 344 ps, WP buf/inv 1, Worst Hold Class input pin to register, Root Buffer clkbuf_4, total chip power 0.673 mW, IO Pins 4, Post-Layout Cell Count 77, Post-Syn Area 269 um^2, CP Capture Type output port, Area Growth Syn to Fin 51.2%, Via-to-Cell Ratio 2.30, IO Port Bufs 3, crit-path cells clkdlybuf4s15_1, CP peak stage delay 300 ps, GR Util met3 0.0114, relative slew slack 0.872, Net Sw Power 0.131 mW, Final HPWL DP 319 um, Synth area leader dfxtp_1, wire length per cell 5.66 um, Yosys reg bits 9, vias 177, setup ws final 82.3 ps, initial antenna violation count 0, Yosys Instances 22, Worst setup SP type register, largest net degree at the start of global routing 7, Insertion Delay late pin 250 ps, GPL Wtd Cong 0.679, vias in the first global route 175, RSZ-0062 raised after global routing no, GR Util met2 0.0169, Cell Rows 21, tool warnings 25, crit path DRT 800 ps, fin crit share 0.918, cts bufs inserted 3, Die W 80 um, Final setup viols 0, number of distinct library cells after synthesis 11, placed cells 73, sequential share of power 0.551, postcts setup bufs 0, Initial DRC Count 11, share of total power in the clock network 0.395, Inserted Diodes 0, first-pass GRT wire length 759 um, fin. max-slew vios 0, GRT Max-Usage Layer met1, Int Power 0.542 mW, post-route ant nets 0, clk sink count 9, CTS max path bufs 2, outcome finished clean, Total Routing Usage GR 0.0144, YS chip area 269 um^2, Worst Path Max Fanout 1, Worst-path clk slew 60 ps, die area 6400 um^2, Syn. warnings 1, share of layout cells above drive strength 1 0.258, post-synthesis sequential area ratio 0.670, Core Region 3420 um^2, Post-Syn Area per Cell 12.2 um^2, Lkg Pwr 0.155 nW, H-tree Lvls 1, Post-synth area hogs dfxtp_1 (67%), and2_1 (7.0%), nor2b_4 (5.1%), final-report hold violation count 0, CTS tree built, grt ovf 0
per-layer routing:
| layer | vias to the layer above | wire, um |
|---|---|---|
| li1 | 92 | - |
| met5 | - | 0 |
| met2 | 5 | 159 |
| met3 | 0 | 55 |
| met4 | 0 | 0 |
| met1 | 80 | 221 |
Yosys cell counts:
library cell  n
nor4_1        1
o31a_1        1
o21a_1        1
nor3b_1       1
and2_1        3
nor2_1        2
a21oi_1       1
and2b_2       1
nor2b_4       1
dfxtp_1       9
nor3_1        1
power groups by stage:
stage | sequential [mW] | clock, mW | combinational [mW]
final | 0.371 | 0.266 | 0.0361
after CTS | 0.370 | 0.282 | 0.0356
after global routing | 0.372 | 0.295 | 0.0400
kinds of logic after synthesis:
family,Yosys count,share of synthesized area
flops,9,0.670
simple gates,10,0.251
compound gates,3,0.0791
layout by cell type (no fill, tap or decap):
cell type	n
nor3b_1	1
and2b_2	1
and2_1	3
clkbuf_1	1
clkdlybuf4s15_1	1
nor2_1	2
dfxtp_1	9
nor2b_4	1
clkbuf_4	3
o31a_1	1
nor3_1	1
clkdlybuf4s50_1	1
o21a_1	1
buf_4	2
a21oi_1	1
nor4_2	1
dlymetal6s2s_1	1
per-stage QoR:
step / utilization / cell area (um^2) / TNS (ps)
finish: 0.119 / 407 / 0
global route: 0.119 / 407 / 0
CTS: 0.116 / 397 / 0
detailed placement: 0.109 / 372 / -1270
global placement: 0.109 / 372 / -1220
floorplan: - / 269 / 0
path summary, 6_finish.rpt:
path / from / to / slack [ps] / cells past startpoint
max reg2reg: nst[4] / nst[0] / 230 / 2
max: out / out / 80 / 1
min: rst / out / 340 / 2
min reg2reg: nst[3] / nst[7] / 460 / 1
registers in the layout (all words and copies together), names as in the netlist:
signal  count
nst         8
out         1
what timing repair did:
action	in CTS	in global routing
endpoints found under the setup margin	1	2
pin swaps	0	0
hold buffers	0	0
resized	1	3
final cells by class:
| cell class | instances | area, um^2 |
|---|---|---|
| repair buffers | 5 | 47.5 |
| clock buffers | 4 | 26.3 |
| well taps | 46 | 57.6 |
| multi-input cells | 13 | 95.1 |
| flip-flops and latches | 9 | 180 |
| fillers | 393 | 3010 |
Power is estimated from default activity; no workload was simulated.
